$ cat ./design.v
`timescale 1ns / 1ps
module blinktop(
    input clk,
    output [15:0] led
    );
reg [35:0] count = 0;
assign led[15:0]=count[35:20];
always @ (posedge(clk)) count <= count + 1;
endmodule
$ cat ./run.sh
#!/bin/bash
# OpenROAD 26Q1-2900-gdf79404cd8, Yosys 0.63+post, stock flow scripts
make -C /OpenROAD-flow-scripts/flow DESIGN_CONFIG=/design/flow/config.mk WORK_HOME=/design/flow/orfs finish
$ cat ./config.mk
export PLATFORM = sky130hd
export DESIGN_NAME = blinktop
export DESIGN_NICKNAME = blinktop
export VERILOG_FILES = /design/flow/design.v
export SDC_FILE = /design/flow/constraint.sdc
export NUM_CORES = 4
export LEC_CHECK = 1
export CORE_UTILIZATION = 30
$ cat ./constraint.sdc
current_design blinktop

set clk_period 4.7
set clk_io_pct 0.2

create_clock -name clk0 -period $clk_period [get_ports {clk}]

set non_clock_inputs [all_inputs -no_clocks]
set_input_delay [expr $clk_period * $clk_io_pct] -clock clk0 $non_clock_inputs
set_output_delay [expr $clk_period * $clk_io_pct] -clock clk0 [all_outputs]
==> ci_impl_report.md <==
## Synthesis and layout report

| Metric | Value |
|---|---|
| Chip area | 5544 sq um |
| Clock Power Share | 46.5% |
| PortBufs | 16 |
| First-pass GRT wire length | 4105 um |
| Switching Fraction | 18.83% |
| Max reg flops | 36 |
| WP depth | 1 |
| Top area cell types | dfxtp_1 46%, xnor2_1 14%, buf_4 8.1%, nand4_1 6.8%, xor2_1 4.4% |
| Worst slew margin | 63.28% |
| Synth-to-Final Area Change | 14.93% |
| Tot Pwr | 569.4 uW |
| Design area | 1810 sq um |
| Setup violations, final | 0 |
| Ys cells | 158 |
| Hold/Removal Path Class | reg -> reg |
| GP Congestion | 0.7950 |
| Pin count of the biggest net entering global routing | 12 |
| Post-CTS sizing | 0 |
| Fmax | 470.1 MHz |
| Area after DPL | 1703 sq um |
| Initial DRT Pass Iterations | 4 |
| Synth top cell by count | dfxtp_1 |
| Worst EP required | 3.76 ns |
| RSZ-0062 raised after global routing | no |
| CP Class | reg -> out |
| Synth area leader | dfxtp_1 |
| All-Layer GR Usage | 9.490% |
| Syn Area/Cell | 9.970 sq um |
| Share of layout cells above drive strength 1 | 9.639% |
| Final Hold Viols | 0 |
| Grt ovf | 0 |
| Post-synthesis cell area | 1575 sq um |
| Synth warnings | 1 |
| CTS buffer count | 5 |
| Detailed-route wire length per cell | 10.28 um |
| Drt first-iter violations | 35 |
| Max_cap viols | 0 |
| DRC | 0 |
| Clock root buffer master | clkbuf_8 |
| Hold_buf cts | 0 |
| Worst Path Arrival | 1.19 ns |
| Synth cell types | 21 |
| H-tree depth | 2 |
| Final core occ | 35.68% |
| Floorplan Utilization | 31.04% |
| Setup bufs post-CTS | 0 |
| Antenna violations before repair | 0 |
| Biggest regs | count (36) |
| Run status | finished, final reports clean |
| Internal power | 462.2 uW |
| Setup WS pre-CTS | 2.877 ns |
| Final ANT Viol Nets | 0 |
| Worst skew pair latency | 0.29 ns |
| Period utilization | 45.26% |
| Die W | 74.46 um |
| Register area | 720.7 sq um |
| Final Skew | 0.009432 ns |
| Critical Path Start Type | register |
| Vias in the first global route | 947 |
| Worst-margin pin slew | 0.5487 ns |
| Crit-path max FO | 6 |
| CTS tree | yes |
| Crit end category | primary output |
| CP max-delay cell | clkdlybuf4s50_1 |
| Cell Count, Final, Fillers Out | 236 |
| Comb pwr share | 0% |
| Post-Syn Instances | 158 |
| Tool warnings | 25 |
| CP Buf/Inv Count | 1 |
| Leakage | 0.5668 nW |
| Routed vias | 1025 |
| R2R cell count | 5 |
| Number of enable flip-flop cells | 0 |
| Total Wirelength | 2427 um |
| Max IR drop VDD | 142.5 uV |
| Flops after synth | 36 |
| Filler cells | 521 |
| Top post-synthesis cells by count | 36 x dfxtp_1, 26 x xnor2_1, 17 x buf_4, 17 x nand4_1, 16 x nand2_1 |
| Most flops, register | count |
| Top-area cell share | 45.75% |
| Largest delay contributor family on the critical path | buffers and inverters |
| Vias per cell | 4.343 |
| Net switching power | 107.2 uW |
| Crit-path cells | clkdlybuf4s50_1 |
| Pwr dens | 314.5 nW/um^2 |
| Number of I/O pins | 17 |
| Clock Sinks | 36 |
| Post-layout min period | 2.127 ns |
| Hold path depth | 1 |
| Post-route setup slack | 2.573 ns |
| Max-slew violations | 0 |
| Worst-path clk slew | 0.07 ns |
| Clock Path Buffers | 2 |
| Synth Flop Type | dfxtp_1 |
| Hold slack | 0.4144 ns |
| Seq pwr share | 53.5% |
| Setup TNS | 0 ns |
| Logic area | 715.7 sq um |
| Yosys chip area | 1575 sq um |
| Sequential area share after synthesis | 45.75% |
| # placed instances | 228 |
| Worst path max stage delay | 0.49 ns |
| Row count | 26 |
| CORE AREA | 5075 sq um |
| Die Y-Extent | 74.46 um |
| Fraction of registers with async set/reset | 0% |
| DP Wirelength | 1663 um |
| Antenna cells | 0 |
area by class of cell:
type	count	share of cell area, %
Sequential cell	36	39.81
Clock buffer	6	4.008
Timing Repair Buffer	17	9.261
Inverter	3	0.6220
Multi-Input combinational cell	102	39.53
Clock inverter	2	1.935
Tap cell	70	4.838
worst paths after layout:
path | from | to | slack [ns]
min | count[0] | count[0] | 0.41
min reg2reg | count[0] | count[0] | 0.41
max | count[28] | led[8] | 2.57
max reg2reg | count[0] | count[30] | 2.91
per-layer routing:
metal	wire length (um)	track usage, %	share of wire, %
met1	1327	14.97	55
met2	952	13.31	39
met3	105	2.473	4.3
met4	42	1.677	1.7
met5	0	0	0
layout by cell type (no fill, tap or decap), types with 2 or more instances in the layout:
master,count
dfxtp_1,36
xnor2_1,26
nand4_1,17
nand2_1,16
clkdlybuf4s50_1,16
nor2_1,9
xor2_1,8
nand3_1,6
clkbuf_8,5
inv_1,3
nand3_2,3
nor4_1,3
nor3_1,3
nor4_4,2
and3_1,2
kinds of logic (layout without fill, tap and decap cells):
logic type	count (synthesis)	after routing	share of synthesized area (%)
buffers and inverters	20	28	8.816
DFF	36	36	45.75
xor gates and xnor gates	34	34	18.90
adders and majority gates	1	1	0.7942
and+or+nand+nor	67	67	25.74
worst reg2reg max path: cells and delay by family, from the launching register on:
| family | cells | cell delay (ns) |
|---|---|---|
| XOR/XNOR | 1 | 0.16 |
| adder cells (fa/ha/maj) | 1 | 0.24 |
| AND/OR/NAND/NOR | 3 | 0.91 |
| flip-flops | 1 | 0.37 |
power by group through the flow:
stage         sequential, mW  combinational (mW)  clock, mW
CTS                    0.305         0.000000222      0.272
global route           0.305         0.000000222      0.286
finish                 0.305         0.000000222      0.265
No activity file was given, so power comes from the tool's default toggle rates.
