==> design/flow/design.v <==
`timescale 1ns / 1ps
module TOP(
	Clk,
	Rst_n,   
   	Rx,    
    Tx,
	RxData,
	);
input           Clk         ; 
input           Rst_n       ; 
input           Rx          ; 
output          Tx          ; 
output [7:0]    RxData      ; 
wire [7:0]    	TxData     	; 
wire          	RxDone      ; 
wire          	TxDone      ; 
wire            tick		; 
wire          	TxEn        ;
wire 		    RxEn		;
wire [3:0]      NBits    	;
wire [15:0]    	BaudRate    ;
assign 		RxEn = 1'b1	;
assign 		TxEn = 1'b1	;
assign 		BaudRate = 16'd650;
assign 		NBits = 4'b1000	;	
UART_rs232_rx I_RS232RX(
    .Clk(Clk)             ,
   	.Rst_n(Rst_n)         ,
    .RxEn(RxEn)           ,
    .RxData(RxData)       ,
    .RxDone(RxDone)       ,
    .Rx(Rx)               ,
    .Tick(tick)           ,
    .NBits(NBits)
    );
UART_rs232_tx I_RS232TX(
   	.Clk(Clk)            ,
    .Rst_n(Rst_n)        ,
    .TxEn(TxEn)          ,
    .TxData(TxData)      ,
   	.TxDone(TxDone)      ,
   	.Tx(Tx)              ,
   	.Tick(tick)          ,
   	.NBits(NBits)
    );
UART_BaudRate_generator I_BAUDGEN(
    .Clk(Clk)            ,
    .Rst_n(Rst_n)        ,
    .Tick(tick)          ,
    .BaudRate(BaudRate)
    );
endmodule
`timescale 1ns / 1ps
module UART_BaudRate_generator(
    input           Clk,                  
    input           Rst_n,                
    input [15:0]    BaudRate,            
    output          Tick                 
    );
reg [15:0]      baudRateReg;
always @(posedge Clk or negedge Rst_n)
    if (!Rst_n) baudRateReg <= 16'b1;
    else if (Tick) baudRateReg <= 16'b1;
         else baudRateReg <= baudRateReg + 1'b1;
assign Tick = (baudRateReg == BaudRate);
endmodule
`timescale 1ns / 1ps
module UART_rs232_rx (Clk,Rst_n,RxEn,RxData,RxDone,Rx,Tick,NBits);		
input Clk, Rst_n, RxEn,Rx,Tick;		
input [3:0]NBits;			
output RxDone;				
output [7:0]RxData;			
parameter  IDLE = 1'b0, READ = 1'b1; 	
reg [1:0] State, Next;			
reg  read_enable = 1'b0;		
reg  start_bit = 1'b1;			
reg  RxDone = 1'b0;			
reg [4:0]Bit = 5'b00000;		
reg [3:0] counter = 4'b0000;		
reg [7:0] Read_data= 8'b00000000;	
reg [7:0] RxData;			
always @ (posedge Clk or negedge Rst_n)			
begin
if (!Rst_n)	State <= IDLE;				
else 		State <= Next;				
end
always @ (State or Rx or RxEn or RxDone)
begin
    case(State)	
	IDLE:	if(!Rx & RxEn)		Next = READ;	 
		else			Next = IDLE;
	READ:	if(RxDone)		Next = IDLE; 	 
		else			Next = READ;
	default 			Next = IDLE;
    endcase
end
always @ (State or RxDone)
begin
    case (State)
	READ: begin
		read_enable <= 1'b1;			
	      end
	IDLE: begin
		read_enable <= 1'b0;			
	      end
    endcase
end
always @ (posedge Tick)
	begin
	if (read_enable)
	begin
	RxDone <= 1'b0;							
	counter <= counter+1;						
	if ((counter == 4'b1000) & (start_bit))				
	begin
	start_bit <= 1'b0;
	counter <= 4'b0000;
	end
	if ((counter == 4'b1111) & (!start_bit) & (Bit < NBits))	
	begin
	Bit <= Bit+1;
	Read_data <= {Rx,Read_data[7:1]};
	counter <= 4'b0000;
	end
	if ((counter == 4'b1111) & (Bit == NBits)  & (Rx))		
	begin
	Bit <= 4'b0000;
	RxDone <= 1'b1;
	counter <= 4'b0000;
	start_bit <= 1'b1;						
	end
	end
end
always @ (posedge Clk)
begin
if (NBits == 4'b1000)
begin
RxData[7:0] <= Read_data[7:0];	
end
if (NBits == 4'b0111)
begin
RxData[7:0] <= {1'b0,Read_data[7:1]};	
end
if (NBits == 4'b0110)
begin
RxData[7:0] <= {1'b0,1'b0,Read_data[7:2]};	
end
end
endmodule
`timescale 1ns / 1ps
module UART_rs232_tx (Clk,Rst_n,TxEn,TxData,TxDone,Tx,Tick,NBits);	
input Clk, Rst_n, TxEn,Tick;	
input [3:0]NBits;		
input [7:0]TxData;		
output Tx;
output TxDone;
parameter  IDLE = 1'b0, WRITE = 1'b1;	
reg  State, Next;			
reg  TxDone = 1'b0;			
reg  Tx;				
reg write_enable = 1'b0;	
reg start_bit = 1'b1;	
reg stop_bit = 1'b0;	
reg [4:0] Bit = 5'b00000;		
reg [3:0] counter = 4'b0000;		
reg [7:0] in_data=8'b00000000;		
reg [1:0] R_edge;			
wire D_edge;				
always @ (posedge Clk or negedge Rst_n)			
begin
if (!Rst_n)	State <= IDLE;		
else 		State <= Next;	
end
always @ (State or D_edge or TxData or TxDone) 
begin
    case(State)	
	IDLE:	if(D_edge)		Next = WRITE;		
		else			Next = IDLE;
	WRITE:	if(TxDone)		Next = IDLE;  		
	default 			Next = IDLE;
    endcase
end
always @ (State)
begin
    case (State)
	WRITE: begin
		write_enable <= 1'b1;	
	end
	IDLE: begin
		write_enable <= 1'b0;
	end
    endcase
end
always @ (posedge Tick)
begin
	if (!write_enable)begin			
	TxDone = 1'b0;
	start_bit <=1'b1;
	stop_bit <= 1'b0;
	end
	if (write_enable)				
	begin
	counter <= counter+1;				
	if(start_bit & !stop_bit)			
	begin
	Tx <=1'b0;					
	in_data <= TxData;		
	end		
	if ((counter == 4'b1111) & (start_bit) )	
	begin		
	start_bit <= 1'b0;
	in_data <= {1'b0,in_data[7:1]};
	Tx <= in_data[0];
	end
	if ((counter == 4'b1111) & (!start_bit) &  (Bit < NBits-1))	
	begin		
	in_data <= {1'b0,in_data[7:1]};
	Bit<=Bit+1;
	Tx <= in_data[0];
	start_bit <= 1'b0;
	counter <= 4'b0000;
	end	
	if ((counter == 4'b1111) & (Bit == NBits-1) & (!stop_bit))	
	begin
	Tx <= 1'b1;	
	counter <= 4'b0000;	
	stop_bit<=1'b1;
	end
	if ((counter == 4'b1111) & (Bit == NBits-1) & (stop_bit) )	
	begin
	Bit <= 4'b0000;
	TxDone <= 1'b1;
	counter <= 4'b0000;
	end
	end
end
always @ (posedge Clk or negedge Rst_n)
begin
	if(!Rst_n)
	begin
	R_edge <= 2'b00;
	end
	else
	begin
	R_edge <={R_edge[0], TxEn};
	end
end
assign D_edge = !R_edge[1] & R_edge[0];
endmodule
==> design/flow/run.sh <==
#!/bin/bash
# OpenROAD 26Q1-2900-gdf79404cd8, Yosys 0.63+post, stock flow scripts
make -C /OpenROAD-flow-scripts/flow DESIGN_CONFIG=/design/flow/config.mk WORK_HOME=/design/flow/orfs finish
==> design/flow/config.mk <==
export PLATFORM = sky130hd
export DESIGN_NAME = TOP
export DESIGN_NICKNAME = TOP
export VERILOG_FILES = /design/flow/design.v
export SDC_FILE = /design/flow/constraint.sdc
export NUM_CORES = 4
export LEC_CHECK = 1
export CORE_UTILIZATION = 40
==> design/flow/constraint.sdc <==
current_design TOP

set clk_period 4.2
set clk_io_pct 0.2

create_clock -name clk0 -period $clk_period [get_ports {Clk}]

set non_clock_inputs [all_inputs -no_clocks]
set_input_delay [expr $clk_period * $clk_io_pct] -clock clk0 $non_clock_inputs
set_output_delay [expr $clk_period * $clk_io_pct] -clock clk0 [all_outputs]
==> impl_results.rst <==
Run summary
-----------

.. list-table::
   :header-rows: 1

   * - Metric
     - Value
   * - Result of the run
     - complete, no violations
   * - Count of hold buffers inserted by post-cts repair
     - 0
   * - Critical path required time
     - 3.36 ns
   * - Final Max Tran Viols
     - 0
   * - Average vias per placed instance
     - 4.97
   * - Post-CTS setup-driven buffer insertion count
     - 0
   * - Critical register-to-register path startpoint
     - I_BAUDGEN.baudRateReg[10]$_DFF_PN0_
   * - Number of buffers added by the clock tree synthesis step
     - 5
   * - Pwr Density
     - 181 nW/um2
   * - Latency at later pin
     - 0.28 ns
   * - Drt pass-1 iters
     - 4
   * - Final hold violations
     - 0
   * - Filler Cell Count
     - 564
   * - Final antenna diode count
     - 0
   * - Die boundary width
     - 81.6 um
   * - Initial antenna violation count
     - 0
   * - Number of max-capacitance violations reported
     - 0
   * - Buffer depth of the longest clock path
     - 2
   * - Number of cells produced by synthesis
     - 199
   * - Worst Clk Skew
     - 0.00321 ns
   * - Pin count of the biggest net entering global routing
     - 42
   * - Area grow syn2layout
     - 11.8%
   * - Detail-routed net length per standard cell
     - 12.1 um
   * - Slew @ Worst Pin
     - 0.490 ns
   * - Wire length of the first global-routing pass
     - 6420 um
   * - GRT Resource Usage Total
     - 13.0%
   * - Height of the chip
     - 81.6 um
   * - Vias after detailed routing
     - 1460
   * - Worst path depth
     - 1
   * - CTS Root Cell
     - sky130_fd_sc_hd__clkbuf_8
   * - Worst setup path startpoint
     - I_RS232RX.RxData[2]$_DFF_P_
   * - WS Path Type
     - reg2out
   * - Capturing element type of the critical path
     - output pin
   * - Largest stage delay, worst path
     - 0.47 ns
   * - Class of the tightest hold or removal check
     - reg2reg
   * - Port bufs
     - 11
   * - Share of layout cells above drive strength 1
     - 9.59%
   * - Period utilisation layout
     - 45.2%
   * - Count of unresolved DRC violations after routing
     - 0
   * - Kind of start point of the critical path
     - flip-flop
   * - Number of buffers and inverters on the critical path
     - 1
   * - CORE AREA
     - 6030 um2
   * - Endpoint of the worst register-to-register path
     - I_BAUDGEN.baudRateReg[12]$_DFF_PN0_
   * - Number of synthesis warnings
     - 11
   * - Final setup violation count
     - 0
   * - Starting Density
     - 42.0%
   * - Biggest area consumer among synthesized cells
     - sky130_fd_sc_hd__edfxtp_1
   * - Sum of negative setup slack
     - 0 ns
   * - Ports
     - 12
   * - Slack of the worst reg-to-reg path
     - 2.49 ns
   * - Summed standard-cell area reported by yosys
     - 2530 um2
   * - Clock period minus worst slack
     - 1.90 ns
   * - Cell family contributing the most delay on the critical path
     - buffers and inverters
   * - Post-route design area
     - 2830 um2
   * - Crit path arrival time
     - 1.06 ns
   * - Antenna violation net count after detailed routing
     - 0
   * - Number of levels in the clock H-tree
     - 2
   * - Count of endpoints without a timing constraint
     - 73
   * - Number of rows created at floorplan
     - 28
   * - Synth Area per Inst
     - 12.7 um2
   * - Last element of the critical path
     - RxData[2]
   * - Post-Syn Area
     - 2530 um2
   * - Critical-path cell list
     - clkdlybuf4s50_1
   * - Leakage component of the power
     - 0.00111 uW
   * - Top cells by area
     - sky130_fd_sc_hd__edfxtp_1, sky130_fd_sc_hd__dfrtp_1, sky130_fd_sc_hd__dfxtp_1
   * - Maximum clock frequency
     - 526 MHz
   * - Unrepaired setup endpoints after global routing
     - false
   * - Cell area after placement
     - 2750 um2
   * - Cts repair resizes
     - 0
   * - Count of unclocked register or latch pins
     - 34
   * - Via count of the first global-routing pass
     - 1406
   * - Clock transition at the registers of the reported paths
     - 0.06 ns
   * - Sum of routed wire length over all layers
     - 3570 um
   * - OpenROAD warning count
     - 28
   * - Count of cell types in the netlist
     - 40
   * - Flip-flop and latch count after synthesis
     - 63
   * - TritonCTS clock tree
     - yes
   * - Critical-path top delay cell
     - sky130_fd_sc_hd__clkdlybuf4s50_1
   * - Worst R2R Path Depth
     - 5
   * - Weighted congestion reported at the end of routability-driven placement
     - 0.772
   * - Area share of the largest cell type after synthesis
     - 34.4%
   * - IR drop worst, VDD
     - 0.0000888 V
   * - Leftover overflow at the end of global routing
     - 0
   * - Peak fanout along the critical path
     - 1
   * - Slew margin rel.
     - 67.0%
   * - Yosys cell count
     - 199
   * - Die Size
     - 6660 um2
   * - Number of design-rule violations left by the first detailed-router iteration
     - 40
   * - Detailed placer's ending HPWL
     - 2500 um
[placed cells by master, fill, tap and decap left out, types with 3 or more instances in the layout]
master | synthesis | routed
sky130_fd_sc_hd__xnor2_1 | 12 | 12
sky130_fd_sc_hd__dfxtp_1 | 11 | 11
sky130_fd_sc_hd__nor2b_1 | 5 | 5
sky130_fd_sc_hd__nand2_1 | 8 | 8
sky130_fd_sc_hd__edfxtp_1 | 29 | 29
sky130_fd_sc_hd__dfrtp_1 | 19 | 19
sky130_fd_sc_hd__ha_1 | 8 | 8
sky130_fd_sc_hd__o21ai_0 | 4 | 4
sky130_fd_sc_hd__nor3_1 | 3 | 3
sky130_fd_sc_hd__nand4b_1 | 3 | 3
sky130_fd_sc_hd__nor2_1 | 25 | 25
sky130_fd_sc_hd__o21a_1 | 3 | 3
sky130_fd_sc_hd__nand3_1 | 15 | 15
sky130_fd_sc_hd__and3_1 | 4 | 4
sky130_fd_sc_hd__inv_1 | 11 | 11
sky130_fd_sc_hd__clkbuf_8 | 0 | 5
sky130_fd_sc_hd__buf_4 | 1 | 3
sky130_fd_sc_hd__xor2_1 | 9 | 9
sky130_fd_sc_hd__clkdlybuf4s50_1 | 0 | 11
[synth_stat cells]
| master | count |
|---|---|
| sky130_fd_sc_hd__a21boi_0 | 1 |
| sky130_fd_sc_hd__a21oi_1 | 1 |
| sky130_fd_sc_hd__a22o_1 | 1 |
| sky130_fd_sc_hd__a31oi_1 | 2 |
| sky130_fd_sc_hd__and2_1 | 2 |
| sky130_fd_sc_hd__and3_1 | 4 |
| sky130_fd_sc_hd__and3_2 | 1 |
| sky130_fd_sc_hd__and3_4 | 1 |
| sky130_fd_sc_hd__and4_1 | 2 |
| sky130_fd_sc_hd__and4b_2 | 1 |
| sky130_fd_sc_hd__buf_4 | 1 |
| sky130_fd_sc_hd__clkbuf_1 | 1 |
| sky130_fd_sc_hd__conb_1 | 1 |
| sky130_fd_sc_hd__dfrtp_1 | 19 |
| sky130_fd_sc_hd__dfstp_2 | 2 |
| sky130_fd_sc_hd__dfxtp_1 | 11 |
| sky130_fd_sc_hd__dlxtn_1 | 2 |
| sky130_fd_sc_hd__edfxtp_1 | 29 |
| sky130_fd_sc_hd__ha_1 | 8 |
| sky130_fd_sc_hd__inv_1 | 11 |
| sky130_fd_sc_hd__mux2_2 | 2 |
| sky130_fd_sc_hd__mux2_4 | 1 |
| sky130_fd_sc_hd__nand2_1 | 8 |
| sky130_fd_sc_hd__nand2b_1 | 1 |
| sky130_fd_sc_hd__nand3_1 | 15 |
| sky130_fd_sc_hd__nand3_2 | 1 |
| sky130_fd_sc_hd__nand4b_1 | 3 |
| sky130_fd_sc_hd__nor2_1 | 25 |
| sky130_fd_sc_hd__nor2b_1 | 5 |
| sky130_fd_sc_hd__nor3_1 | 3 |
| sky130_fd_sc_hd__nor3_2 | 1 |
| sky130_fd_sc_hd__nor3b_1 | 1 |
| sky130_fd_sc_hd__nor3b_4 | 1 |
| sky130_fd_sc_hd__nor4_1 | 1 |
| sky130_fd_sc_hd__nor4b_1 | 1 |
| sky130_fd_sc_hd__o21a_1 | 3 |
| sky130_fd_sc_hd__o21ai_0 | 4 |
| sky130_fd_sc_hd__o22ai_1 | 1 |
| sky130_fd_sc_hd__xnor2_1 | 12 |
| sky130_fd_sc_hd__xor2_1 | 9 |
[area by class of cell]
type | count | area, um2 | area share [%]
tap | 75 | 93.8 | 3.31
timing repair buffer | 14 | 133 | 4.68
clock inverter | 2 | 10.0 | 0.354
multi-input combinational | 123 | 832 | 29.4
clock buffer | 6 | 72.6 | 2.56
inverter | 11 | 41.3 | 1.46
sequential | 63 | 1650 | 58.2
[stage by stage]
stage,cells,setup WS [ns],hold slack (ns),total power (uW),util [%]
after floorplan,199,2.61,0.346,290,-
after global placement,286,2.48,0.356,298,45.6
after detailed placement,286,2.45,0.358,298,45.6
after CTS,294,2.28,0.374,524,47.0
after global routing,294,2.24,0.384,538,47.0
final,294,2.30,0.372,513,47.0
[cells by family after synthesis]
group / synth area share [%]
adder cells (fa/ha/maj): 3.95
AND-OR/OR-AND: 3.26
XOR/XNOR: 7.26
buffers and inverters: 2.07
multiplexers: 1.48
AND/OR/NAND/NOR: 16.7
flip-flops: 63.9
latches: 1.19
other: 0.148
[state kept, by name, summed over array words and instances (netlist names), 2 cells and up]
name                   cells
I_RS232TX.Bit              5
I_RS232TX.R_edge           2
I_RS232RX.State            2
I_RS232TX.counter          4
I_BAUDGEN.baudRateReg     16
I_RS232RX.Bit              5
I_RS232RX.counter          4
I_RS232RX.RxData           8
I_RS232RX.Read_data        8
[routing by layer]
metal / up-vias / track usage, % / wire length (um)
li1: 724 / - / -
met1: 715 / 21.5 / 1800
met2: 15 / 19.8 / 1610
met3: 6 / 2.14 / 91
met4: 0 / 1.93 / 71
met5: - / 0 / 0
[power breakdown]
| group | leakage, uW | switching [uW] | internal [uW] |
|---|---|---|---|
| Clock | 0.0000450 | 107 | 115 |
| Combinational | 0.000436 | 5.43 | 3.52 |
| Sequential | 0.000627 | 1.41 | 282 |
| Total | 0.00111 | 114 | 400 |
[how the worst min path moves through the flow]
stage                            startpoint                             to  slack [ns]  cells after the start
finish        I_RS232TX.R_edge[0]$_DFF_PN0_  I_RS232TX.R_edge[1]$_DFF_PN0_        0.37                      0
global route  I_RS232TX.R_edge[0]$_DFF_PN0_  I_RS232TX.R_edge[1]$_DFF_PN0_        0.38                      0
CTS           I_RS232TX.R_edge[0]$_DFF_PN0_  I_RS232TX.R_edge[1]$_DFF_PN0_        0.37                      0
No activity file was given, so power comes from the tool's default toggle rates.
